===== flow/run.sh =====
#!/bin/bash
# OpenROAD 26Q1-2900-gdf79404cd8, Yosys 0.63+post, stock flow scripts
make -C /OpenROAD-flow-scripts/flow DESIGN_CONFIG=/design/flow/config.mk WORK_HOME=/design/flow/orfs finish

===== flow/config.mk =====
export PLATFORM = sky130hd
export DESIGN_NAME = cfar_detector
export DESIGN_NICKNAME = cfar_detector
export VERILOG_FILES = /design/flow/design.v
export SDC_FILE = /design/flow/constraint.sdc
export NUM_CORES = 4
export LEC_CHECK = 1
export CORE_UTILIZATION = 30

===== flow/constraint.sdc =====
current_design cfar_detector

set clk_period 9.5
set clk_io_pct 0.2

create_clock -name clk0 -period $clk_period [get_ports {clk}]

set non_clock_inputs [all_inputs -no_clocks]
set_input_delay [expr $clk_period * $clk_io_pct] -clock clk0 $non_clock_inputs
set_output_delay [expr $clk_period * $clk_io_pct] -clock clk0 [all_outputs]

===== flow/design.v =====
module cfar_detector #(
    parameter DATA_WIDTH = 16,
    parameter GUARD_CELLS = 4,
    parameter REFERENCE_CELLS = 16
)(
    input wire clk,
    input wire rst_n,
    input wire enable,
    input wire [DATA_WIDTH-1:0] data_in,
    input wire data_valid,
    input wire [15:0] threshold_scale,
    output reg [15:0] detected_range,
    output reg [15:0] detected_velocity,
    output reg target_detected
);
reg [DATA_WIDTH-1:0] cfar_window [0:GUARD_CELLS*2+REFERENCE_CELLS*2];
reg [$clog2(GUARD_CELLS*2+REFERENCE_CELLS*2+1)-1:0] window_ptr;
reg [DATA_WIDTH-1:0] reference_sum;
reg [DATA_WIDTH-1:0] threshold;
reg [DATA_WIDTH-1:0] cell_under_test;
reg [15:0] range_counter;
reg [15:0] velocity_counter;
integer i;
always @(posedge clk or negedge rst_n) begin
    if (!rst_n) begin
        window_ptr <= 0;
        reference_sum <= 0;
        threshold <= 0;
        target_detected <= 0;
        detected_range <= 0;
        detected_velocity <= 0;
        range_counter <= 0;
        velocity_counter <= 0;
    end else if (enable && data_valid) begin
        for (i = GUARD_CELLS*2+REFERENCE_CELLS*2; i > 0; i = i - 1) begin
            cfar_window[i] <= cfar_window[i-1];
        end
        cfar_window[0] <= data_in;
        reference_sum <= 0;
        for (i = 0; i < REFERENCE_CELLS; i = i + 1) begin
            reference_sum <= reference_sum + cfar_window[i];
        end
        for (i = GUARD_CELLS*2+REFERENCE_CELLS; i < GUARD_CELLS*2+REFERENCE_CELLS*2; i = i + 1) begin
            reference_sum <= reference_sum + cfar_window[i];
        end
        threshold <= (reference_sum >> $clog2(REFERENCE_CELLS*2)) * threshold_scale;
        cell_under_test <= cfar_window[GUARD_CELLS+REFERENCE_CELLS];
        if (cell_under_test > threshold) begin
            target_detected <= 1;
            detected_range <= range_counter;
            detected_velocity <= velocity_counter;
        end else begin
            target_detected <= 0;
        end
        range_counter <= range_counter + 1;
        if (range_counter == 1023) begin  
            range_counter <= 0;
            velocity_counter <= velocity_counter + 1;
            if (velocity_counter == 63) begin  
                velocity_counter <= 0;
            end
        end
    end
end
endmodule

==> job_summary.md <==
## PnR job results

| Metric | Value |
|---|---|
| Area leader, netlist | edfxtp_1 |
| First-pass GRT wire length | 62700 um |
| Initial drt markers | 643 |
| NetSw | 0.00350 W |
| Port bufs | 68 |
| Slew Viols, Final | 0 |
| CTS root buffer | clkbuf_16 |
| Num rows | 111 |
| Hold Path End | cfar_window[26][0]$_DFFE_PP_ |
| Final Skew | 0.0153 ns |
| Avg Vias per Cell | 4.18 |
| Setup_tns | 0 ns |
| Max Clock Freq | 153 MHz |
| HPWL after DPL | 22400 um |
| Max-slew headroom | 45.7% |
| Ys flop type | edfxtp_1 |
| Max Buffers Root-to-Sink | 3 |
| Flip-flops with a built-in enable | 640 |
| Final Wtd Congestion | 0.829 |
| Internal | 0.00704 W |
| Largest net degree at the start of global routing | 136 |
| Cell Type Count | 52 |
| Post-synth ARST share | 13.2% |
| DRC violations left | 0 |
| RSZ-0062 raised after global routing | no |
| Die H | 306 um |
| CP max stage cell | clkdlybuf4s50_1 |
| Flop pwr share | 36.4% |
| Critical path fanouts, max | 11 |
| Fin crit period | 6.55 ns |
| WS Path Type | input pin to flip-flop |
| Vias in the first global route | 12437 |
| Core ar. | 91500 um2 |
| Clk latency of the worst-skew pair | 0.59 ns |
| Post-CTS Setup Repair Bufs | 0 |
| DR vias | 12138 |
| Pleak | 11.6 nW |
| Final Hold Viols | 0 |
| Final core occ | 35.2% |
| Share of cells above drive strength 1 | 9.43% |
| Hold slack | 0.407 ns |
| Die ar. | 93600 um2 |
| Delay-heaviest family, CP | adder cells |
| Yosys Instances | 1535 |
| Dominant cell area share | 69.4% |
| GRT Total Usage | 8.71% |
| Core Density at Floorplan | 30.3% |
| Clock sinks | 737 |
| Hold buffers post-CTS | 0 |
| Critical Path Source Type | input pin |
| Post-DRT Antenna Nets | 0 |
| WHS Path Cells | 0 |
| Ys flops | 737 |
| Yosys stat chip area | 27700 um2 |
| Hold crit path type | flip-flop to flip-flop |
| Yosys warning tally | 2 |
| Worst slew pin tran | 0.814 ns |
| Worst-path clk slew | 0.06 ns |
| Reg2reg path depth | 17 |
| WP data required | 9.95 ns |
| Post-Synthesis Cells | 1535 |
| TritonCTS clock tree | built |
| Synthesized area | 27700 um2 |
| Dominant cells by area after synthesis | edfxtp_1 (69%), dfrtp_1 (8.8%), fa_1 (5.5%), ha_1 (3.0%), nand2_1 (1.7%) |
| N_diodes | 0 |
| GRT overflow | 0 |
| Crit-path cells | clkdlybuf4s50_1, nand2_1, fa_1, fa_1, fa_1, inv_1, fa_1, inv_1, fa_1, inv_1, ha_1, o21ai_0, a21boi_0, o41a_1, o21ai_0, o21ai_0, xnor2_1, o21ai_0 |
| Post-Syn Area per Cell | 18.0 um2 |
| Post-synthesis sequential area ratio | 78.1% |
| Max Cap Viol | 0 |
| Antenna violations before repair | 0 |
| CP Buf/Inv Count | 4 |
| Worst r2r src | reference_sum[9]$_DFFE_PN0P_ |
| Fin worst setup slack | 2.95 ns |
| Most frequent CP cell | fa_1 |
| Ports | 69 |
| Status | finished clean |
| Post-cts sizing count | 0 |
| Crit-path max cell delay | 0.77 ns |
| R2r setup slk | 4.26 ns |
| Sw frac | 33.2% |
| Routed WL | 37200 um |
| Drt pass-1 iters | 4 |
| CTS buffer count | 73 |
| Worst EP arrival | 7.00 ns |
| Peak supply drop | 291 uV |
| Die Span X | 306 um |
| Pwr Density | 327 nW/um2 |
| CP endpoint kind | flip-flop |
| Clock share of power | 26.3% |
| Tool warnings | 33 |
| Tcrit/Tclk final | 69.0% |
| WL per Instance | 12.8 um |
| Hold Path Origin | cfar_window[25][0]$_DFFE_PP_ |
| Final setup violation count | 0 |
| Comb pwr share | 37.2% |
| Filler cell count | 8337 |
| Area Growth Syn to Fin | 16.4% |
| Clock H-tree levels | 3 |
| Placement Setup Slack | 2.36 ns |
| FF-to-FF End | threshold[15]$_DFFE_PN0P_ |
==> power groups by stage <==
stage     registers (W)  logic (W)  clock network (W)
6_report        0.00384    0.00393            0.00278
4_1_cts         0.00385    0.00400            0.00289
5_1_grt         0.00387    0.00462            0.00302
==> how the worst max path moves through the flow <==
stage / cells after the start / to / start
CTS: 18 / threshold[15]$_DFFE_PN0P_ / threshold_scale[5]
global route: 18 / threshold[15]$_DFFE_PN0P_ / threshold_scale[5]
finish: 18 / threshold[15]$_DFFE_PN0P_ / threshold_scale[5]
==> through the flow <==
stage               total power (W)  instance area, um2  cells
floorplan                   0.00687               27700   1535
detailed placement          0.00783               29900   2771
CTS                          0.0107               32300   2904
global route                 0.0115               32300   2904
global placement            0.00786               29900   2771
finish                       0.0105               32300   2904
==> layout by cell type (no fill, tap or decap), types with 5 or more instances in the layout <==
master	n
inv_1	127
nor3_1	9
nand4_1	9
nor2_1	28
dfrtp_1	97
and2_1	60
o21a_1	8
buf_4	7
fa_1	76
nand2_1	128
nand2b_1	8
edfxtp_1	640
o21ai_0	46
clkinv_2	16
xnor2_1	38
clkbuf_16	75
xor2_1	26
nor4_1	6
o31ai_1	5
ha_1	66
nor2b_1	6
nand3_1	16
a21o_1	13
clkinv_1	12
mux2_2	31
bufinv_16	6
a21oi_1	21
clkbuf_1	12
clkdlybuf4s50_1	67
==> kinds of logic after synthesis <==
group	Yosys count	share of synthesized area [%]
AOI/OAI and AO/OA	112	2.54
xor gates and xnor gates	64	2.02
adders and majority gates	142	8.47
buffers and inverters	155	2.12
DFF	737	78.1
muxes	35	1.42
and+or+nand+nor	290	5.28
==> flip-flops by register name, indices dropped and copies added, names as in the netlist <==
| register | count |
|---|---|
| velocity_counter | 16 |
| range_counter | 16 |
| reference_sum | 16 |
| target_detected | 1 |
| detected_velocity | 16 |
| cfar_window | 624 |
| cell_under_test | 16 |
| detected_range | 16 |
| threshold | 16 |
==> worst reg2reg max path, delay by kind of cell (launching register included) <==
family | cells | cell delay [ns]
adders and majority gates | 6 | 2.94
AOI/OAI and AO/OA | 6 | 0.93
DFF | 1 | 0.74
and+or+nand+nor | 1 | 0.17
buffers and inverters | 3 | 0.16
xor gates and xnor gates | 1 | 0.15
==> cell type report <==
cell class,instances,area (um2),area share [%]
clock buffer,89,1940,6.02
clock inverter,44,425,1.32
inverter,127,477,1.48
multi-input combinational,643,5470,17.0
sequential,737,21600,67.1
tap,1186,1480,4.60
timing repair buffer,78,803,2.49
==> synthesized netlist by cell type, types with 5 or more instances <==
master / n
clkbuf_1: 24
o21ai_0: 46
dfrtp_1: 97
nor4_1: 6
o21a_1: 8
inv_1: 127
xnor2_1: 38
nand4_1: 9
a21oi_1: 21
nand2b_1: 8
nor2_1: 28
nand3_1: 16
edfxtp_1: 640
a21o_1: 13
xor2_1: 26
and2_1: 60
mux2_2: 31
nor2b_1: 6
fa_1: 76
nor3_1: 9
ha_1: 66
o31ai_1: 5
nand2_1: 128
and3_1: 5
==> metal layers <==
metal	vias to the layer above	GRT usage, %	share of wire, %	wire, um
met5	-	0	0	0
met4	0	2.28	2.6	955
met3	64	3.53	7.8	2890
met2	294	11.9	43	16100
met1	5981	13.8	46	17300
li1	5799	-	-	-
Power figures rest on the tool's default switching activity, not on a simulated workload.
