==> design.v <==
module pulse_generator (
    input wire clk,
    input wire rst_n,
    input wire enable,
    input wire [31:0] prf_setting,
    input wire [31:0] pulse_width_setting,
    output reg tx_pulse
);
reg [31:0] prf_counter;
reg [31:0] pulse_width_counter;
reg pulse_active;
always @(posedge clk or negedge rst_n) begin
    if (!rst_n) begin
        prf_counter <= 0;
        pulse_width_counter <= 0;
        pulse_active <= 0;
        tx_pulse <= 0;
    end else if (enable) begin
        if (prf_counter >= prf_setting) begin
            prf_counter <= 0;
            pulse_active <= 1;
            pulse_width_counter <= 0;
        end else begin
            prf_counter <= prf_counter + 1;
        end
        if (pulse_active) begin
            if (pulse_width_counter >= pulse_width_setting) begin
                pulse_active <= 0;
                tx_pulse <= 0;
            end else begin
                pulse_width_counter <= pulse_width_counter + 1;
                tx_pulse <= 1;
            end
        end
    end else begin
        tx_pulse <= 0;
        pulse_active <= 0;
    end
end
endmodule
==> run.sh <==
#!/bin/bash
# OpenROAD 26Q1-2900-gdf79404cd8, Yosys 0.63+post, stock flow scripts
make -C /OpenROAD-flow-scripts/flow DESIGN_CONFIG=/design/flow/config.mk WORK_HOME=/design/flow/orfs finish
==> config.mk <==
export PLATFORM = sky130hd
export DESIGN_NAME = pulse_generator
export DESIGN_NICKNAME = pulse_generator
export VERILOG_FILES = /design/flow/design.v
export SDC_FILE = /design/flow/constraint.sdc
export NUM_CORES = 4
export LEC_CHECK = 1
export CORE_UTILIZATION = 30
==> constraint.sdc <==
current_design pulse_generator

set clk_period 6.0
set clk_io_pct 0.2

create_clock -name clk0 -period $clk_period [get_ports {clk}]

set non_clock_inputs [all_inputs -no_clocks]
set_input_delay [expr $clk_period * $clk_io_pct] -clock clk0 $non_clock_inputs
set_output_delay [expr $clk_period * $clk_io_pct] -clock clk0 [all_outputs]
==> impl_metrics.tcl <==
# flow metrics
set metrics [dict create \
    core_sq_um 16500 \
    grt_use_total 0.133 \
    wl_met1_um 5530 \
    syn_area_sq_um 5050 \
    num_vias 4185 \
    postSynthSeqShare 0.327 \
    dr_wl_met2_um 4740 \
    fin_crit_ns 4.18 \
    outcome "complete, no violations" \
    rows 47 \
    portBuffers 67 \
    nFillCells 1624 \
    fin_tns_setup_ns 0 \
    met3_wirelength_um 415 \
    maxCapViolations 0 \
    drc 0 \
    cp_common_cell "a21o_1" \
    place_inst 867 \
    ir_drop_uv 135 \
    gp_congestion 0.775 \
    ios 68 \
    fin_skew_ns 0.0116 \
    edf_count 0 \
    cpPeakStageDelay_ns 0.74 \
    grt_pass1_wl_um 18800 \
    dpl_cell_area_sq_um 5980 \
    synthArstFlopShare 1.00 \
    endpoint "pulse_width_counter[22]" \
    die_h_um 132 \
    avgViaCountPerCell 4.74 \
    ys_cells 587 \
    syn2layout_area_growth_pct 24.8 \
    dp_hpwl_um 7980 \
    cts.reportedPaths.clkPinSlew_ns 0.05 \
    dieWidth_um 132 \
    rsz0062_at_grt "no" \
    max-slew-margin-rel 0.449 \
    arrival_ns 4.38 \
    clockBufferDepth 2 \
    gr-total-overflow 0 \
    initCoreUtil 0.306 \
    worstPathRequired_ns 6.20 \
    powerDensity_nw_per_um2 216 \
    dieArea_sq_um 17400 \
    ys_types 53 \
    setup_viol 0 \
    grt_max_degree 35 \
    path_class "in2reg" \
    startpoint_type "input pin" \
    cp_top_family "AND-OR/OR-AND gates" \
    crit_path_top_delay_cell "and3_1" \
    ant_nets 0 \
    syn_inst 587 \
    combGateArea_sq_um 3050 \
    drt-initial-drc-count 261 \
    avgSynthCellArea_sq_um 8.60 \
    crit_chain "clkdlybuf4s50_1 -> inv_1 -> ha_1 -> a21o_1 -> a21o_1 -> a211o_1 -> a211oi_2 -> and3_1 -> nor2_2 -> buf_4 -> a221o_1" \
    final_cells 883 \
    end_kind "flip-flop" \
    clock_sinks 66 \
    cts_tree "done" \
    yosys_area_sq_um 5050 \
    power_leakage_nw 3.10 \
    antenna_found_initial 0 \
    ys_seq_elements 66 \
    holdBufCountCts 0 \
    antenna_cells 0 \
    ys.flop_type "dfrtp_1" \
    reg2reg_to "pulse_width_counter[22]" \
    regArea_sq_um 1650 \
    reg2reg_depth 9 \
    cts_setup_buffers 0 \
    yosysWarnings 1 \
    routed.top_layer "met4" \
    reg2reg_slack_ns 2.76 \
    crit-reg2reg-launch "pulse_width_counter[29]" \
    critPathMaxFanout 24 \
    finalInstanceArea_sq_um 6300 \
    path_depth 11 \
    finalHoldViolations 0 \
    tightestPinTransition_ns 0.817 \
    worstSkewPairLatency_ns 0.32 \
    period_used_share 0.696 \
    cp_num_buf_inv 3 \
    wl_per_cell_um 12.2 \
    htree_num_levels 3 \
    routed_wl_um 10800 \
    first_pass_iters 5 \
    max_freq_mhz 239 \
    cts_root_buffer "clkbuf_16" \
    ctsResizeCount 0 \
    report.final.slew_viol_count 0 \
    min_path_type "reg2reg" \
    cts_inserted_buffers 9 \
    crit_path_start "pulse_width_setting[29]" \
    warnings 25 \
    hold_slack_ns 0.529 \
    first_global_vias 3968 \
    layout-drive-gt1-share 0.0573 \
]
==> registers in the layout (all words and copies together), names as in the netlist <==
| name | cells |
|---|---|
| prf_counter | 32 |
| pulse_width_counter | 32 |
| pulse_active | 1 |
| tx_pulse | 1 |
==> worst reg2reg max path: cells and delay by family (launching register included) <==
kind	cells	cell delay [ns]
AND-OR/OR-AND	5	1.31
AND/OR/NAND/NOR	2	0.83
flip-flops	1	0.43
adder cells (fa/ha/maj)	1	0.31
buffers and inverters	1	0.25
==> metal layers <==
layer,GRT usage,vias up
li1,-,2229
met2,0.208,75
met5,0,-
met4,0.0136,0
met3,0.0169,6
met1,0.206,1875
==> logic make-up (layout without fill, tap and decap cells) <==
| logic type | count (synthesis) | count (layout) | share of synthesized area |
|---|---|---|---|
| compound gates | 109 | 109 | 0.154 |
| fa+ha+maj | 66 | 66 | 0.164 |
| flops | 66 | 66 | 0.327 |
| simple gates | 219 | 219 | 0.222 |
| xor+xnor | 27 | 27 | 0.0468 |
| buf+inv | 91 | 167 | 0.0684 |
| mux | 9 | 9 | 0.0183 |
==> layout by cell type (no fill, tap or decap), drive strengths merged, types with 6 or more instances in the layout <==
cell type,Yosys,layout
nand3,32,32
nor2,64,64
and3,16,16
nor3,12,12
nand4,22,22
dfrtp,66,66
clkdlybuf4s50,0,66
xor2,18,18
nand2,38,38
clkbuf,8,10
o22ai,6,6
ha,66,66
buf,5,7
a21oi,24,24
nor4,6,6
o2bb2ai,11,11
inv,78,78
xnor2,9,9
a21o,12,12
a211o,7,7
and4,8,8
mux2i,7,7
o21ai,18,18
==> metrics by stage <==
step | power, mW | utilization | worst slack (ns)
after floorplan | 0.708 | - | 2.62
after global placement | 0.811 | 0.362 | 1.52
after detailed placement | 0.812 | 0.362 | 1.50
after CTS | 1.38 | 0.381 | 1.82
after global routing | 1.45 | 0.381 | 1.61
final | 1.36 | 0.381 | 1.82
==> layout make-up <==
| type | count | area share |
|---|---|---|
| sequential | 66 | 0.262 |
| inverter | 78 | 0.0465 |
| multi-input combinational | 430 | 0.484 |
| timing repair buffer | 73 | 0.113 |
| clock buffer | 10 | 0.0363 |
| tap | 220 | 0.0437 |
| clock inverter | 6 | 0.0145 |
==> worst min path at each step <==
stage                        start            to  slack (ns)  depth (start not counted)
after CTS             pulse_active  pulse_active        0.54                          3
after global routing  pulse_active  pulse_active        0.55                          3
final                 pulse_active  pulse_active        0.53                          3
==> synthesized netlist by cell type, drive strengths merged (2+ instances only) <==
cell type / count / area [sq um]
o21ai: 18 / 90.1
mux2: 2 / 22.5
ha: 66 / 826
xnor2: 9 / 78.8
a211oi: 4 / 35.0
or2: 5 / 31.3
nand3: 32 / 165
and4: 8 / 70.1
clkbuf: 8 / 30.0
nand2: 38 / 143
xor2: 18 / 158
o21a: 4 / 30.0
inv: 78 / 293
dfrtp: 66 / 1650
and2: 5 / 31.3
buf: 5 / 22.5
nand2b: 5 / 31.3
o2bb2ai: 11 / 96.3
and3: 16 / 100
mux2i: 7 / 70.1
a21oi: 24 / 124
o31a: 2 / 17.5
a2111oi: 2 / 17.5
a211o: 7 / 61.3
a21o: 12 / 90.1
nor2: 64 / 243
a22o: 4 / 35.0
a221oi: 3 / 26.3
nand4: 22 / 144
nor3: 12 / 71.3
or4: 3 / 26.3
a221o: 5 / 50.1
o22ai: 6 / 37.5
nor4: 6 / 43.8
==> power by group <==
part / internal [mW] / switching [mW]
Clock: 0.364 / 0.194
Combinational: 0.137 / 0.111
Sequential: 0.487 / 0.0679
No activity file was given, so power comes from the tool's default toggle rates.
