[flow/run.sh]
#!/bin/bash
# OpenROAD 26Q1-2900-gdf79404cd8, Yosys 0.63+post, stock flow scripts
make -C /OpenROAD-flow-scripts/flow DESIGN_CONFIG=/design/flow/config.mk WORK_HOME=/design/flow/orfs finish
[flow/config.mk]
export PLATFORM = sky130hd
export DESIGN_NAME = hamming_window
export DESIGN_NICKNAME = hamming_window
export VERILOG_FILES = /design/flow/design.v
export SDC_FILE = /design/flow/constraint.sdc
export NUM_CORES = 4
export LEC_CHECK = 1
export CORE_UTILIZATION = 30
export SYNTH_MEMORY_MAX_BITS = 65536
[flow/constraint.sdc]
current_design hamming_window

set clk_period 19.6
set clk_io_pct 0.2

create_clock -name clk0 -period $clk_period [get_ports {clk}]

set non_clock_inputs [all_inputs -no_clocks]
set_input_delay [expr $clk_period * $clk_io_pct] -clock clk0 $non_clock_inputs
set_output_delay [expr $clk_period * $clk_io_pct] -clock clk0 [all_outputs]
[flow/design.v]
module hamming_window #(
    parameter DATA_WIDTH = 16,
    parameter WINDOW_SIZE = 1024
)(
    input wire clk,
    input wire rst_n,
    input wire [DATA_WIDTH-1:0] data_in,
    input wire data_valid,
    output wire [DATA_WIDTH-1:0] data_out,
    output wire data_out_valid
);
reg [DATA_WIDTH-1:0] window_coeff [0:WINDOW_SIZE-1];
reg [$clog2(WINDOW_SIZE)-1:0] window_index;
reg [DATA_WIDTH*2-1:0] multiplied_result;
reg result_valid;
initial begin
    for (int i = 0; i < WINDOW_SIZE; i++) begin
        window_coeff[i] = $rtoi((0.54 - 0.46 * $cos(2.0 * 3.14159 * i / (WINDOW_SIZE - 1))) * ((2**(DATA_WIDTH-1)) - 1));
    end
end
always @(posedge clk or negedge rst_n) begin
    if (!rst_n) begin
        window_index <= 0;
        multiplied_result <= 0;
        result_valid <= 0;
    end else if (data_valid) begin
        multiplied_result <= data_in * window_coeff[window_index];
        result_valid <= 1;
        if (window_index == WINDOW_SIZE - 1) begin
            window_index <= 0;
        end else begin
            window_index <= window_index + 1;
        end
    end else begin
        result_valid <= 0;
    end
end
assign data_out = multiplied_result[DATA_WIDTH*2-1:DATA_WIDTH];
assign data_out_valid = result_valid;
endmodule
==> impl_metrics.py <==
# Flow results
metrics = {
    "die": {
        "ios": 36,
        "row_count": 96,
        "die_w_um": 267,
        "initCoreUtil": 0.305,
        "die_area_um2": 71300,
        "dieHeight_um": 267,
        "core_um2": 69100,
    },
    "detailed_routing": {
        "dr.max_layer_used": "met5",
        "routed_wl_mm": 153,
        "avgRoutedWirePerCell_um": 39.5,
        "wl_met2_mm": 57.5,
        "detailed_route_wire_length_on_metal_1_mm": 60.3,
        "drcViolationCount": 0,
        "drt_first_pass_iters": 9,
        "final_ant_viol_nets": 0,
        "via_count": 26900,
        "first_iter_violations": 4137,
        "avgViaCountPerCell": 6.94,
        "met3WireLength_mm": 25.4,
    },
    "global_route": {
        "grt_start_max_net_pins": 120,
        "grt_first_pass_wirelength_mm": 210,
        "groute.usage.overall": 0.439,
        "overflow": 0,
        "initial_antenna_violation_count": 14,
        "vias_in_the_first_global_route": 25700,
    },
    "critical_path": {
        "worst_r2r_startpoint": "window_index[2]",
        "critical_path.n_buffers_inverters": 9,
        "cp_max_fo": 42,
        "worst_ep_required_time_ps": 19730,
        "cell_at_the_slowest_stage_of_the_critical_path": "sky130_fd_sc_hd__dfrtp_4",
        "timing.reg2reg.worst_path_depth": 35,
        "crit_arrival_ps": 11250,
        "critical_path_class": "flop to flop",
        "critical_path.endpoint_type": "flop",
        "worst_setup_path_start_kind": "flop",
        "path_delay_family": "adder cells",
        "crit-reg2reg-capture": "multiplied_result[21]",
        "worst_path_largest_cell_delay_ps": 770,
        "ff2ff_setup_slack_ps": 8480,
        "crit_top_cell": "sky130_fd_sc_hd__fa_1",
    },
    "timing": {
        "timing.final.hold_violations": 0,
        "maxSlewViolCount": 0,
        "finalCriticalPeriod_ps": 11120,
        "report.final.setup_viol": 0,
        "finalCritPeriodShare": 0.567,
        "clock.fmax_mhz": 89.9,
        "setup_total_negative_slack_ps": 0,
        "setup_repair_after_global_routing_missed_its_margin": "false",
        "worst_pin_slew_ps": 1100,
        "fin_hold_ws_ps": 542,
        "timing.slew.headroom": 0.259,
        "finClkSkew_ps": 1.83,
    },
    "flow_run": {
        "warnings": 61,
        "cap_violations": 0,
    },
    "hold_path": {
        "timing.hold.worst_endpoint": "multiplied_result[24]",
        "hold_path_startpoint": "multiplied_result[24]",
        "min_path_type": "flop to flop",
        "worstHoldPathCells": 2,
    },
    "clocking": {
        "cts_htree_levels": 1,
        "worstSkewPairLatency_ps": 260,
        "cts_tree": "yes",
        "root_buffer": "sky130_fd_sc_hd__clkbuf_16",
        "post_cts_resize_count": 0,
        "clk_pin_slew_ps": 70,
        "post_cts_hold_buffer_count": 0,
        "clock_buffers_created_by_tritoncts": 3,
        "cts-root-to-sink-buffers": 2,
        "post_cts.repair.setup_buffers": 0,
        "clkSinkCount": 27,
    },
    "logic_synthesis": {
        "synth-edff-count": 0,
        "yosys.area.top_type_share": 0.171,
        "synth_warnings": 1,
        "yosys-stat-area_um2": 21100,
        "synth_async_sr_flop_share": 1.00,
        "postSynthSeqShare": 0.0321,
        "mappedNetlistArea_um2": 21100,
        "post_synth_num_cell_types": 100,
        "post-synth-top-count-cell": "sky130_fd_sc_hd__nand2_1",
        "top_cells_by_count": "308 x sky130_fd_sc_hd__nand2_1, 286 x sky130_fd_sc_hd__inv_1, 233 x sky130_fd_sc_hd__a21oi_1",
        "instance_count_of_the_mapped_netlist": 3019,
        "postSynthRegisterBits": 27,
        "synth.largest_area_cell": "sky130_fd_sc_hd__fa_1",
        "synthFlopType": "sky130_fd_sc_hd__dfrtp_1",
        "top_cells_by_area": "sky130_fd_sc_hd__fa_1 17%, sky130_fd_sc_hd__ha_1 8.5%, sky130_fd_sc_hd__a21oi_1 5.5%, sky130_fd_sc_hd__nand2_1 5.5%, sky130_fd_sc_hd__o21ai_0 5.2%",
        "synthesis.area_per_instance_um2": 6.98,
        "synth.yosys.num_cells": 3019,
    },
    "outcome": {
        "outcome": "complete, no violations",
    },
    "placement": {
        "gp_routability_congestion": 1.16,
        "post-dp-hpwl_mm": 114,
        "placement.io_buffers": 35,
        "placed_cells": 3866,
    },
    "final_layout": {
        "final.fill_count": 7546,
        "postLayoutCoreUtil": 0.328,
        "final_non_filler_cell_total": 3881,
        "syn_to_final_growth_pct": 7.55,
        "drive_gt1_frac": 0.0905,
    },
}
## placed cells by master (no fill, tap or decap), drive strengths merged, types with 10 or more instances in the layout
cell type / n
dfrtp: 27
a311o: 14
o311ai: 51
mux4: 17
fa: 180
a211o: 12
nor2: 227
nand2b: 52
nor2b: 31
a31oi: 74
o221ai: 21
o2111ai: 19
nand4: 27
o31ai: 31
nor3: 82
and2: 109
a211oi: 52
a311oi: 31
a221oi: 19
or3: 12
o211ai: 50
clkdlybuf4s50: 35
nand3: 92
nand2: 309
mux2i: 13
inv: 286
buf: 183
nor4: 10
a21o: 31
o22ai: 24
o32ai: 19
a21oi: 235
o21ai: 224
a32oi: 11
ha: 143
diode: 11
or2: 16
o311a: 14
## through the flow
stage	setup slack, ps	cell area (um^2)
finish	8480	22700
CTS	8910	22600
detailed placement	8720	22600
global route	8240	22600
floorplan	10240	21100
global placement	8700	22600
## sequential cells by signal (all words and copies together), names as in the netlist
name and count:
window_index 10, multiplied_result 16, result_valid 1
## final cells by class
class	count	area, um^2	share of cell area
diodes	11	27.5	0.00121
clock buffers	4	78.8	0.00348
inverters	288	1080	0.0479
multi-input cells	2402	17900	0.788
flip-flops and latches	27	696	0.0307
well taps	931	1160	0.0514
repair buffers	218	1760	0.0777
## cells by family after synthesis
logic type / count (synthesis) / synth area share
flip-flops: 27 / 0.0321
multiplexers: 39 / 0.0292
buffers and inverters: 590 / 0.122
adder cells (fa/ha/maj): 323 / 0.256
XOR/XNOR: 17 / 0.00707
AND-OR/OR-AND: 1016 / 0.323
AND/OR/NAND/NOR: 1007 / 0.231
## worst register-to-register path, delay by kind of cell (launching register included)
family	cells	cell delay, ps
AND-OR/OR-AND	11	2780
multiplexers	1	560
XOR/XNOR	1	220
adder cells (fa/ha/maj)	7	3170
AND/OR/NAND/NOR	6	1160
buffers and inverters	9	2310
flip-flops	1	770
## worst max path at each step
stage                from                     to  slack [ps]  cells after the start
4_1_cts   window_index[2]  multiplied_result[27]        8910                     35
5_1_grt   window_index[2]  multiplied_result[21]        8240                     35
6_report  window_index[2]  multiplied_result[21]        8480                     35
## routing by layer
layer | vias to the layer above | track usage
met4 | 10 | 0.214
met1 | 13200 | 0.591
met5 | - | 0
met2 | 2440 | 0.556
met3 | 604 | 0.250
li1 | 10700 | -
